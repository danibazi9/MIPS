===== design/flow/run.sh =====
#!/bin/bash
# OpenROAD 26Q1-2900-gdf79404cd8, Yosys 0.63+post, stock flow scripts
make -C /OpenROAD-flow-scripts/flow DESIGN_CONFIG=/design/flow/config.mk WORK_HOME=/design/flow/orfs finish

===== design/flow/config.mk =====
export PLATFORM = sky130hd
export DESIGN_NAME = register_file
export DESIGN_NICKNAME = register_file
export VERILOG_FILES = /design/flow/design.v
export SDC_FILE = /design/flow/constraint.sdc
export NUM_CORES = 4
export LEC_CHECK = 1
export CORE_UTILIZATION = 50

===== design/flow/constraint.sdc =====
current_design register_file

set clk_period 8.5
set clk_io_pct 0.2

create_clock -name clk0 -period $clk_period [get_ports {clk}]

set non_clock_inputs [all_inputs -no_clocks]
set_input_delay [expr $clk_period * $clk_io_pct] -clock clk0 $non_clock_inputs
set_output_delay [expr $clk_period * $clk_io_pct] -clock clk0 [all_outputs]

===== design/flow/design.v =====
`timescale 1ns / 1ps
module register_file(
	readAddr1,
	readAddr2,
	writeAddr,
	writeData,
	writeEn,
	clk,
	readData1,
	readData2
	);
	 input [4:0] readAddr1;
    input [4:0] readAddr2;
    input [4:0] writeAddr;
    input [31:0] writeData;
    input writeEn;
    input clk;
    output [31:0] readData1;
    output [31:0] readData2;
	reg [31:0] readData1reg;
	reg [31:0] readData2reg;
	reg [31:0] registers [31:0];
	initial
		begin
			registers[0] <= 32'b00000000000000000000000000000000;
		end	
	always @(posedge clk)
		begin
			if (writeEn == 1'b1)
				begin
					registers[writeAddr] <=  writeData;
				end
			else
				begin
					readData1reg <= registers[readAddr1];
					readData2reg <= registers[readAddr2];
				end
		end
	assign readData1 = readData1reg;
	assign readData2 = readData2reg;
endmodule

==> results.txt <==
Observations from the implementation run.

Outcome:
- The run finished with clean final reports.

Route:
- The run gives the total vias in the final route as between 30000 and 40000.
- After detailed routing, the number of remaining DRC violations is 0.
- The run puts the detail-routed net length per standard cell at roughly 31 µm.
- The violation tally recorded at the end of detailed-routing iteration 0 is 2249.
- Summed over all layers, the routed wires come to 156000 µm.
- The run puts the number of antenna diodes at 0.
- The pre-antenna-repair detailed-routing pass consisted of 5 iterations.
- The routed design shows a via density per instance of 6.41.
- The run gives the remaining antenna violation count as 0.

Layout:
- The run puts the fill cell total of the finished layout at 7545.
- The run puts the post-synthesis to final-layout area growth at 12.4%.
- The run puts the fraction of layout instances using a drive strength above 1 at a little under a tenth.
- Summing all flip-flop and latch instances after layout gives around 33000 µm².
- The run puts the total area of multi-input combinational cells at 16800 µm².

Clock tree:
- The report puts the hold buffer count at CTS at 0.
- Post-CTS repair ended up resizing 0 cells.
- The cell sitting at the root of the clock tree is a clkbuf_16.
- The run gives the worst-skew pair later-pin latency as ~700 ps.
- The clock H-tree reported by CTS has 3 levels.
- The run puts the number of buffers between clock root and the deepest sink at 3.
- TritonCTS built the clock tree.
- The number of clock sinks came to about 1100.
- The run gives the total setup buffers inserted after CTS as 0.
- For reference, the clock transition at the flip-flops on the worst setup and hold paths is 60 ps.
- Counting the buffers created by CTS gives 116.

Floorplanning:
- The die is ~320 µm tall.
- The run gives the number of primary I/O pins as 113.
- The run gives the horizontal die size as 320 µm.
- In the floorplan report the effective utilization is 50.5%.
- The overall die size recorded for this design is between 100000 and 150000 µm².
- The run gives the row count as 116.
- After floorplanning, the core was sized to cover 100000 µm².

Synthesis:
- The run gives the simple-gate share of the synthesized area as 4.53%.
- Summed over all instances, the cell type with the most area after synthesis is edfxtp_1.
- By area the synthesized netlist is led by edfxtp_1 (64%), mux2i_1 (20%), a22oi_1 (2.8%).
- The run gives the number of instances in the synthesized netlist as 3451.
- The run puts the number of standard cells reported by yosys at 3451.
- The run puts the share of cell area taken by muxes after synthesis at 20.2%.
- The run puts the compound-gate portion of the synthesized area at under 10%.
- In the Yosys report, the sequential cells make up around 64% of the chip area.
- For reference, XOR and XNOR gates occupy 0% of the area reported after synthesis.
- After synthesis the cells add up to 50700 µm².
- In the synthesized netlist, the cells that appear most often are edfxtp_1 (1088), mux2i_1 (1024), nand2_1 (195).
- The run gives the most frequent cell after synthesis as edfxtp_1.
- The run gives the count of distinct cell types in the synthesized netlist as 24.
- The run gives the post-synthesis register bit count as 1088.
- The run gives the synthesized-area fraction occupied by adder cells as 0%.
- Among the non-sequential cells, multiplexers take the most area.
- The most used flip-flop cell after synthesis is edfxtp_1.
- The run gives the number of synthesis warnings as 1.
- The run puts the yosys synthesis chip area at 50700 µm².
- Counting flops with a built-in enable in the synthesized netlist gives roughly 1100.
- Yosys reports that the leading cell type by area covers 64.5% of the netlist area.
- After synthesis, the share of flip-flops with an asynchronous set or reset is 0%.
- The run gives the mean instance size in the synthesized netlist as 14.7 µm².

Power:
- The run puts the internal power of the cells at 0.00923 W.
- The run puts the relative contribution of the clock network to total power at approximately 41%.
- The run puts the leakage component of the power at between 20 and 25 nW.
- The run puts the combinational group share of total power at 8.3%.
- The run puts the peak supply drop at roughly 0.16 mV.
- The run puts the net load switching power at 0.00275 W.
- Dividing total power by cell area gives a power density of ~210 nW/µm².
- In this run, flip-flops and latches consume between 50% and 60% of the power.
- The power report shows net switching accounting for 22.9% of the total.

Global route:
- The run puts the global-route wire length before repair at approximately 230000 µm.
- The run gives the number of global-route vias before repair as 33800.
- Global routing used 33.6% of the available tracks.
- The run puts the initial antenna violation count at 6.
- The run puts the final global-route overflow total at 0.
- The run gives the pin count of the biggest net entering global routing as 96.

Place:
- The run gives the placed wire-length estimate after detailed placement as 84200 µm.
- The run puts the number of buffers inserted by port buffering at approximately 110.
- STA on the placed design reports a worst setup slack of 2860 ps.
- The run puts the last weighted congestion value of the routability-driven placer at around 0.88.

Timing:
- The slew check shows that the tightest pin keeps a relative margin of 35.5%.
- At the pin with the least slew margin, the transition time is 968 ps.
- The run gives the number of endpoints with negative hold slack in the final report as 0.
- The run puts the fraction of the cycle the final worst path needs at 56.1%.
- Setup repair after global routing left no endpoint under its margin.
- The final timing report lists clock skew as between 20 and 25 ps.
- The worst path needs 4770 ps of the cycle, external delays included.
- The run gives the number of pins with negative max-slew slack in the final report as 0.
- The run puts the achievable clock frequency at 210 MHz.
- The run puts the worst setup slack after layout at 3730 ps.
- The run puts the final setup TNS at 0 ps.
- The run gives the final-report setup violation count as 0.

Worst setup path:
- The run gives the largest fanout on the critical path as 37.
- The number of cells on the worst reg-to-reg path is 5.
- In this design, the stage delay of the slowest critical-path cell is 810 ps.
- The worst setup path is launched from an input port.
- STA classifies the critical path endpoint as a flop.
- Looking at the reg2reg group, the worst path starts from registers[7][2].
- The endpoint identified for the worst register-to-register timing path is readData1reg[2].
- Grouping stages by cell kind, the critical path spends the most delay in buffers and inverters.
- Together, buffers and inverters on the worst path number 3.
- The worst setup path is of the in2reg kind.
- Among the stages of the critical path, the cell type that occurs most often is buf_4.
- The cell sequence reported for the critical path is clkdlybuf4s50_1 -> nor2b_4 -> buf_4 -> buf_4 -> a22o_1 -> nor3_1 -> a31oi_1 -> nand3_1.
- The run gives the minimum setup slack among reg-to-reg paths as 6740 ps.
- The slowest stage of the critical path is the nor2b_4 cell.
- The run gives the arrival time at the worst endpoint as 5200 ps.
- The run puts the data required time of the worst path at 8930 ps.

Run:
- The run puts the number of logged tool warnings at 26.
- The run puts the total of max-cap violations at 0.

Worst hold path:
- Per the hold report, the tightest min-delay path originates at registers[24][23].
- The run gives the count of cells along the worst hold path as 4.
- The path class of the tightest hold or removal check is reg2reg.
- The run gives the terminating pin of the worst hold path as readData2reg[23].
[cells in the final DEF, fill, tap and decap left out, types with 3 or more instances in the layout]
master           instances
a21oi_1                192
buf_4                  111
clkinv_1                22
nand3b_1                 5
buf_12                   9
edfxtp_1              1088
nand2_1                193
clkdlybuf4s50_1        110
nor2b_4                  4
inv_6                    3
clkbuf_16              119
nand3_1                194
a31oi_1                 64
a22oi_1                192
nor3_1                  64
clkinv_2                24
bufinv_16               10
nor2_4                  34
a22o_1                 128
clkbuf_1                24
clkinvlp_4               6
mux2i_1               1024
nand2b_2                 4
[kinds of logic (layout without fill, tap and decap cells)]
| kind of cell | count (synthesis) | count (layout) |
|---|---|---|
| AOI/OAI and AO/OA | 576 | 576 |
| DFF | 1088 | 1088 |
| and+or+nand+nor | 509 | 509 |
| muxes | 1024 | 1024 |
| buffers and inverters | 254 | 443 |
[per-layer routing]
layer,vias to the layer above,track usage [%],part of all wire (%),wire length (µm)
met5,-,0.662,0.11,178
met2,2183,47.2,44,69400
met1,15600,43.6,35,54000
li1,13900,-,-,-
met3,346,23.9,17,27000
met4,16,9.58,3.7,5810
[flip-flops by register name (all words and copies together), names as in the netlist]
name,count
readData2reg,32
registers,1024
readData1reg,32
[worst min-delay path: stages (launching register included)]
cell and delay (ps):
edfxtp_1 340, mux2i_1 70, nand2_1 60, nand3_1 60, nand3_1 70
[cell type report]
class | count | share of cell area [%]
inverter | 1 | 0.00879
sequential | 1088 | 57.3
timing repair buffer | 232 | 3.76
clock inverter | 67 | 1.07
clock buffer | 143 | 5.39
multi-input combinational | 2109 | 29.4
tap | 1357 | 2.98
[metrics by stage]
step	total power [W]	hold WS, ps	cells	utilization (%)	area, µm²
floorplan	0.00673	655	3451	-	50700
global placement	0.00715	677	4787	53.1	53300
detailed placement	0.00716	693	4787	53.1	53300
CTS	0.0120	704	4997	56.8	57000
global route	0.0123	741	4997	56.8	57000
finish	0.0120	702	4997	56.8	57000
[power groups by stage]
| stage | clock network, W | logic (W) | registers (W) |
|---|---|---|---|
| 4_1_cts | 0.00498 | 0.000981 | 0.00607 |
| 5_1_grt | 0.00519 | 0.00105 | 0.00608 |
| 6_report | 0.00491 | 0.000993 | 0.00607 |
[worst max path at each step]
stage | start | to | slack, ps | cells past startpoint
6_report | readAddr2[0] | readData2reg[25] | 3730 | 8
5_1_grt | writeEn | registers[28][30] | 3620 | 5
4_1_cts | writeEn | registers[28][3] | 3620 | 5
Power and IR drop assume default switching activity.
